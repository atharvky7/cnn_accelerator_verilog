<file path="/design/flow/config.mk">
export PLATFORM = sky130hd
export DESIGN_NAME = line_buffer
export DESIGN_NICKNAME = line_buffer
export VERILOG_FILES = /design/flow/design.v
export SDC_FILE = /design/flow/constraint.sdc
export NUM_CORES = 4
export LEC_CHECK = 1
export CORE_UTILIZATION = 30
</file>
<file path="/design/flow/design.v">
`timescale 1ns/1ps
module line_buffer #(
    parameter DATA_WIDTH = 16,
    parameter IMG_WIDTH  = 8
)(
    input  wire                       clk,
    input  wire                       reset,
    input  wire                       in_valid,
    input  wire signed [DATA_WIDTH-1:0] pixel_in,
    output reg                        out_valid,
    output reg signed [DATA_WIDTH-1:0] row0_px,
    output reg signed [DATA_WIDTH-1:0] row1_px,
    output reg signed [DATA_WIDTH-1:0] row2_px
);
    reg signed [DATA_WIDTH-1:0] row0 [0:IMG_WIDTH-1];
    reg signed [DATA_WIDTH-1:0] row1 [0:IMG_WIDTH-1];
    reg signed [DATA_WIDTH-1:0] row2 [0:IMG_WIDTH-1];
    integer i;
    reg [15:0] col_cnt;
    reg [15:0] row_cnt;
    always @(posedge clk) begin
        if (reset) begin
            for (i = 0; i < IMG_WIDTH; i = i + 1) begin
                row0[i] <= 0;
                row1[i] <= 0;
                row2[i] <= 0;
            end
            col_cnt  <= 0;
            row_cnt  <= 0;
            out_valid <= 1'b0;
            row0_px  <= 0;
            row1_px  <= 0;
            row2_px  <= 0;
        end else if (in_valid) begin
            if (col_cnt == 0) begin
                for (i = 0; i < IMG_WIDTH; i = i + 1) begin
                    row0[i] <= row1[i];
                    row1[i] <= row2[i];
                end
                row_cnt <= row_cnt + 1;
            end
            row2[col_cnt] <= pixel_in;
            if (col_cnt == IMG_WIDTH-1)
                col_cnt <= 0;
            else
                col_cnt <= col_cnt + 1;
            if (row_cnt >= 2) begin
                out_valid <= 1'b1;
                row0_px   <= row0[col_cnt];
                row1_px   <= row1[col_cnt];
                row2_px   <= row2[col_cnt];
            end else begin
                out_valid <= 1'b0;
            end
        end else begin
            out_valid <= 1'b0;
        end
    end
endmodule
</file>
<file path="/design/flow/constraint.sdc">
current_design line_buffer

set clk_period 24.2
set clk_io_pct 0.2

create_clock -name clk0 -period $clk_period [get_ports {clk}]

set non_clock_inputs [all_inputs -no_clocks]
set_input_delay [expr $clk_period * $clk_io_pct] -clock clk0 $non_clock_inputs
set_output_delay [expr $clk_period * $clk_io_pct] -clock clk0 [all_outputs]
</file>
<file path="/design/flow/run.sh">
#!/bin/bash
# OpenROAD 26Q1-2900-gdf79404cd8, Yosys 0.63+post, stock flow scripts
make -C /OpenROAD-flow-scripts/flow DESIGN_CONFIG=/design/flow/config.mk WORK_HOME=/design/flow/orfs finish
</file>
==> impl_metrics.csv <==
group,metric,value,unit
min_path,hold_path.class,"reg -> reg",
sta,setup_tns,0,ns
grt,antenna_found_initial,2,
clock_tree,cts_tree,"yes",
synth,ys_top_cells_by_count,"nand2_1, dfxtp_1, a21oi_1, and2_1, edfxtp_1",
route,top_layer_used,"met5",
synth,edf_count,128,
sta,slew_headroom,42.3,%
synth,ys_ff,465,
floorplan,dieWidth,255,um
synth,top_area_share,35.0,%
worst_setup_path,critPathLaunchType,"primary input",
route,drt-met1-wl,24.5,mm
clock_tree,cts_sinks,465,
sta,finalCritPeriodShare,31.7,%
floorplan,boundaryPins,68,
cells_and_area,fin_cells,2925,
synth,ys_area,0.0193,sq mm
job,drv_cap,0,
worst_setup_path,cp_cell_sequence,"clkdlybuf4s50_1 > nand4bb_1 > nor4_2 > buf_4 > buf_4 > buf_4 > nand2_1 > a21oi_1",
floorplan,initCoreUtil,30.4,%
synth,flop_cell,"dfxtp_1",
worst_setup_path,crit_type,"in -> reg",
power,leakagePower,0.00749,uW
cells_and_area,fillers,6251,
power,p_int,1270,uW
sta,max_slew.worst_pin.slew,0.865,ns
power,finalPower,1710,uW
place,placed_area,0.0207,sq mm
route,routed_via_density,5.11,
route,antenna_cells,0,
route,wl_per_cell,19.6,um
synth,yosys_cells,2044,
worst_setup_path,worst_path_most_repeated_cell,"buf_4",
worst_setup_path,startpoint,"in_valid",
grt,grt_max_degree,175,
power,p_sw_share,25.5,%
sta,layout_setup_ws,16.54,ns
clock_tree,cts_max_path_buffers,3,
power,p_sw,437,uW
floorplan,core-area,0.0633,sq mm
power,clockPowerShare,41.1,%
sta,rsz0062_at_grt,"no",
sta,clock.fmax,0.130,GHz
synth,synth.avg_cell_area,9.43,sq um
sta,slew_viol_final,0,
run_status,status,"finished clean",
route,met2_length,25.9,mm
sta,min_period,7.66,ns
worst_setup_path,cp-end-kind,"flip-flop",
floorplan,rows,92,
clock_tree,cts_max_level,2,
route,vias,14900,
worst_setup_path,worstPathRequired,24.69,ns
grt,grt_overflow,0,
cells_and_area,drive_gt1_share,8.66,%
worst_setup_path,reg2reg_from,"col_cnt[1]",
grt,grt_pass1_vias,14300,
clock_tree,cts_buffers,49,
clock_tree,clkTransAtPathRegs,0.06,ns
worst_setup_path,cp_num_buf_inv,4,
min_path,hp-start,"row0[0][7]",
synth,syn_area,0.0193,sq mm
worst_setup_path,cpPeakStageDelay,0.73,ns
sta,fin_skew,0.0237,ns
synth,yosysUniqueCellTypes,44,
route,drc,0,
power,pwr-share-comb,9.3,%
place,place_congestion,0.835,
route,wl_met3,5.77,mm
worst_setup_path,r2r_slack,20.22,ns
cells_and_area,final_area,0.0222,sq mm
power,seqPwrFrac,49.6,%
sta,setup_violations,0,
clock_tree,ctsHoldBuffers,0,
place,dp.cells,2835,
synth,area_leaders,"dfxtp_1, edfxtp_1, nand2_1, a21oi_1, and2_1",
worst_setup_path,cp.arrival,8.16,ns
route,drtIter0Drc,1326,
worst_setup_path,crit_family,"buffers and inverters",
clock_tree,root_buffer,"clkbuf_16",
place,dp_hpwl,34.4,mm
synth,seq_area_frac_synth,54.9,%
worst_setup_path,slowest_stage,"clkdlybuf4s50_1",
place,io_buffers,67,
clock_tree,ctsResizeCount,0,
clock_tree,post_cts_buffers,0,
route,wirelength,57.4,mm
power,ir_worst_vdd,0.0000463,V
route,first_pass_iters,7,
route,drtAntennaViolNets,0,
job,tool_warnings,36,
clock_tree,clk_latency,0.59,ns
synth,async_flop_share,0,%
synth,synthCells,2044,
cells_and_area,area_growth,15.2,%
worst_setup_path,cp_max_fo,70,
grt,grtUsageTotal,18.0,%
power,power_density,77.1,mW/mm^2
floorplan,die_h,255,um
sta,final_hold_viol_count,0,
grt,grt_pass1_wl,87.4,mm
synth,ys.warnings.count,3,
synth,synth_top_cell_by_area,"dfxtp_1",
floorplan,die_area,0.0653,sq mm
place,place_ws,16.00,ns
synth,top_cell,"nand2_1",
## state kept, by name, indices dropped and copies added, names as in the netlist
| register | cells |
|---|---|
| row0 | 128 |
| row1 | 128 |
| row2 | 128 |
| col_cnt | 16 |
| row0_px | 16 |
| row1_px | 16 |
| row2_px | 16 |
| row_cnt | 16 |
| out_valid | 1 |
## layer usage
metal | GRT usage, % | up-vias
li1 | - | 7134
met1 | 25.1 | 7120
met2 | 27.2 | 618
met3 | 7.33 | 68
met4 | 3.36 | 2
met5 | 0.512 | -
## cells by family after synthesis
family	after synthesis	synth area share [%]
multiplexers	62	5.45
AND-OR/OR-AND	438	14.4
AND/OR/NAND/NOR	892	20.7
buffers and inverters	168	3.48
flip-flops	465	54.9
adder cells (fa/ha/maj)	8	0.519
XOR/XNOR	11	0.500
## cells in the final DEF, fill, tap and decap left out, types with 12 or more instances in the layout
cell / netlist / final
dfxtp_1: 337 / 335
nand3_1: 19 / 19
clkdlybuf4s50_1: 0 / 66
and2_1: 131 / 131
buf_4: 0 / 33
a222oi_1: 23 / 23
clkbuf_1: 122 / 25
nand4_1: 21 / 21
a32o_1: 23 / 23
nand2_1: 613 / 613
clkbuf_16: 0 / 50
nand2b_1: 25 / 25
mux4_2: 32 / 32
mux2_2: 24 / 24
nor2_1: 22 / 18
a22o_1: 48 / 48
a21oi_1: 282 / 282
or4_1: 13 / 12
edfxtp_1: 128 / 128
## final timing paths
| path | cells after the start | end |
|---|---|---|
| setup / recovery | 8 | row1[5][0] |
| hold / removal | 2 | row0[0][7] |
| setup reg to reg | 8 | row1[1][7] |
| hold reg to reg | 2 | row0[0][7] |
## power groups by stage
| stage | clock [uW] | sequential, uW | combinational, uW |
|---|---|---|---|
| 6_report | 703 | 849 | 159 |
| 5_1_grt | 745 | 852 | 172 |
| 4_1_cts | 714 | 849 | 159 |
## cell type report
cell class / count / area, sq um / share of cell area [%]
Timing Repair Buffer: 102 / 963 / 4.34
Sequential cell: 465 / 10600 / 47.7
Clock inverter: 9 / 52.6 / 0.237
Multi-Input combinational cell: 1411 / 8060 / 36.3
Clock buffer: 81 / 1430 / 6.43
Tap cell: 846 / 1060 / 4.77
Inverter: 11 / 41.3 / 0.186
## stage by stage
step / utilization, % / hold slack (ns)
finish: 35.1 / 0.442
global route: 35.1 / 0.463
CTS: 35.1 / 0.448
detailed placement: 32.7 / 0.441
global placement: 32.7 / 0.434
floorplan: - / 0.419
## worst reg2reg max path: stages, from the launching register on
cell and delay [ns]:
dfxtp_2 0.75, inv_1 0.21, ha_1 0.45, nand4bb_1 0.25, or4_4 0.48, buf_12 0.60
buf_4 0.85, nand2_1 0.17, a21oi_1 0.15
Power and IR drop assume default switching activity.
