### design/flow/run.sh
#!/bin/bash
# OpenROAD 26Q1-2900-gdf79404cd8, Yosys 0.63+post, stock flow scripts
make -C /OpenROAD-flow-scripts/flow DESIGN_CONFIG=/design/flow/config.mk WORK_HOME=/design/flow/orfs finish
### design/flow/config.mk
export PLATFORM = sky130hd
export DESIGN_NAME = feature_mem_out
export DESIGN_NICKNAME = feature_mem_out
export VERILOG_FILES = /design/flow/design.v
export SDC_FILE = /design/flow/constraint.sdc
export NUM_CORES = 4
export LEC_CHECK = 1
export CORE_UTILIZATION = 50
### design/flow/constraint.sdc
current_design feature_mem_out

set clk_period 24.2
set clk_io_pct 0.2

create_clock -name clk0 -period $clk_period [get_ports {clk}]

set non_clock_inputs [all_inputs -no_clocks]
set_input_delay [expr $clk_period * $clk_io_pct] -clock clk0 $non_clock_inputs
set_output_delay [expr $clk_period * $clk_io_pct] -clock clk0 [all_outputs]
### design/flow/design.v
`timescale 1ns/1ps
module feature_mem_out #(
    parameter DATA_WIDTH = 16,
    parameter DEPTH      = 256   
)(
    input  wire                         clk,
    input  wire                         we,
    input  wire [$clog2(DEPTH)-1:0]     addr,
    input  wire signed [DATA_WIDTH-1:0] din,
    output reg  signed [DATA_WIDTH-1:0] dout
);
    reg signed [DATA_WIDTH-1:0] mem [0:DEPTH-1];
    always @(posedge clk) begin
        if (we)
            mem[addr] <= din;
        dout <= mem[addr];
    end
endmodule
==> results.yml <==
# implementation run metrics
run_status:
  status: "complete, but fails checks"
  violations: "slew limit"
global_route:
  grt_use_total_pct: 29.6
  grt_overflow: 0
  grt_max_degree: 128
  grt_pass1_vias: 81200
  antenna_found_initial: 19
  grt_pass1_wl_mm: 574
finish:
  area_growth_pct: 13.6
  layout.cells.most_common_list: "edfxtp_1 (4096), mux4_2 (1024), a22oi_1 (512)"
  lay_top_count: "edfxtp_1"
  drive_above_1_share_pct: 28.9
timing:
  clock_skew_ns: 0.0580
  whs_ns: 0.947
  fmax_mhz: 98.6
  finalCriticalPeriod_ns: 10.15
  tightest_slew_ns: 1.48
  final_max_slew_viol_count: 1
  slew_headroom_pct: -0.154
  post-route-period-util_pct: 41.9
  fin_tns_setup_ns: 0
  setup_viol_count_final: 0
  hold_viol: 0
  rsz0062_at_grt: "no"
yosys:
  yosysTopAreaCell: "edfxtp_1"
  yosys_warnings: 1
  top_cells_by_area: "edfxtp_1 (79%), mux4_2 (15%), a22oi_1 (2.5%)"
  avgSynthCellArea_um2: 23.1
  ys_seq_share_pct: 79.4
  syn_area_mm2: 0.155
  ys_types: 22
  syn_inst: 6727
  ys_cells: 6727
  yosysTopAreaCellShare_pct: 79.1
  synth-seq-cells: 4112
  ys_area_mm2: 0.155
clock_network:
  cts_made_buffers: 413
  cts_resized: 0
  tritoncts: "yes"
  post_cts_buffers: 0
  cts_sinks: 4112
  cts-root-buf: "clkbuf_16"
  path_clk_slew_ns: 0.06
  clock_latency_ns: 0.96
  clock_path_buffers: 4
  ctsHoldBuffers: 0
  htreeDepth: 5
route:
  drt-vias-per-instance: 6.21
  drt-total-wl_mm: 399
  drtPass1Iterations: 23
  antenna_left: 0
  drc_errors: 0
  drtIter0Drc: 4548
  num_vias: 72900
  routedWlPerCell_um: 34.0
critical_path:
  critPathTopFamily: "buffers and inverters"
  crit_top_cell: "buf_4"
  critPathLaunch: "addr[0]"
  worst-path-max-fanout: 67
  r2r_setup_slack_ns: 20.99
  crit_slowest_cell: "o41ai_1"
  path_buffers: 7
  arrival_ns: 10.96
  path_class: "in2reg"
  reg2reg_from: "mem[187][9]$_DFFE_PP_"
  cp.required_ns: 25.02
  cp-start-kind: "input pin"
  worstRegToRegCells: 6
  worstPathCellList: "buf_16 > buf_4 > buf_4 > buf_4 > buf_4 > buf_4 > mux4_2 > a22oi_1 > a21oi_1 > o41ai_1 > buf_4 > nand4_1"
  critical-path-max-stage-delay_ns: 1.22
  r2r_end: "dout[9]$_DFF_P_"
  worst_setup_path_end_kind: "register"
floorplanning:
  die_area_mm2: 0.313
  rows: 204
  die_w_um: 559
  initCoreUtil_pct: 50.3
  die_height_um: 559
  io_pins: 42
  core_area_mm2: 0.309
power:
  pwr-share-clk_pct: 41.7
  pwr-share-seq_pct: 53.8
  intPower_w: 0.0116
  switchingPower_w: 0.00308
  p_per_area_mw_per_mm2: 82.9
  combPwrFrac_pct: 4.5
  swShare_pct: 21.1
  vdd_drop_max_v: 0.0000749
  leakage_nw: 54.3
run:
  tool_warnings: 42
  cap_viol_max_count: 0
hold_path:
  min_to: "dout[6]$_DFF_P_"
  holdPathStages: 5
  hold_path.class: "reg2reg"
  min-delay-start: "mem[199][6]$_DFFE_PP_"
place:
  hpwl_mm: 234
  port_buffers: 41
  place_congestion: 0.870
==> kinds of logic after synthesis <==
kind of cell    count (synthesis)  share of synthesized area, %
compound gates                832                          3.66
flops                        4112                          79.4
simple gates                  338                         0.907
mux                          1024                          14.8
buf+inv                       421                          1.24
==> sequential cells by signal, summed over array words and instances, names as in the netlist <==
signal / count
dout: 16
mem: 4096
==> cell type report <==
class,count,area [um2]
Clock inverter,226,2000
Antenna cell,23,57.6
Fill cell,21700,133000
Timing Repair Buffer,531,4340
Tap cell,4120,5150
Clock buffer,529,10900
Inverter,1,3.75
Multi-Input combinational cell,2194,30700
Sequential cell,4112,123000
==> synth_stat cells <==
master / n
a21oi_1: 256
a22oi_1: 512
and2_1: 3
buf_1: 54
buf_2: 76
buf_4: 16
buf_6: 25
clkbuf_1: 249
dfxtp_1: 16
edfxtp_1: 4096
inv_1: 1
mux4_2: 1024
nand2_1: 28
nand2b_1: 6
nand3_1: 13
nand4_1: 16
nor2_1: 232
nor2b_1: 7
nor3_1: 30
o41ai_1: 64
or2_2: 2
or3_1: 1
==> through the flow <==
step / power [W] / instances / worst slack (ns) / cell area, um2 / utilization, %
after floorplan: 0.00834 / 6727 / 16.66 / 155000 / -
after global placement: 0.00868 / 11000 / 12.43 / 164000 / 52.9
after detailed placement: 0.00869 / 11000 / 13.14 / 164000 / 52.9
after CTS: 0.0147 / 11700 / 14.15 / 176000 / 57.1
after global routing: 0.0150 / 11700 / 13.63 / 177000 / 57.1
final: 0.0146 / 11700 / 14.05 / 177000 / 57.1
==> worst max-delay path by stage <==
stage / to / slack [ns] / cells past startpoint
4_1_cts: dout[12]$_DFF_P_ / 14.15 / 12
5_1_grt: dout[9]$_DFF_P_ / 13.63 / 12
6_report: dout[9]$_DFF_P_ / 14.05 / 12
==> tightest hold or removal path, stage by stage (launching register included) <==
cell and delay [ns]:
edfxtp_1 0.31, mux4_2 0.22, a22oi_1 0.06, a21oi_1 0.16, o41ai_1 0.10, nand4_1 0.08
==> layer usage <==
| metal | track usage [%] | vias to the layer above | wire length [um] |
|---|---|---|---|
| li1 | - | 30100 | - |
| met1 | 38.0 | 37400 | 122000 |
| met2 | 42.7 | 4586 | 194000 |
| met3 | 20.9 | 668 | 66300 |
| met4 | 9.58 | 14 | 17200 |
| met5 | 0.823 | - | 379 |
==> power groups by stage <==
| stage | clock network [W] | registers (W) | logic (W) |
|---|---|---|---|
| 5_1_grt | 0.00646 | 0.00787 | 0.000708 |
| 4_1_cts | 0.00620 | 0.00787 | 0.000672 |
| 6_report | 0.00610 | 0.00787 | 0.000661 |
Power figures rest on the tool's default switching activity, not on a simulated workload.
