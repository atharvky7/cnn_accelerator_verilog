File: design/flow/config.mk
export PLATFORM = sky130hd
export DESIGN_NAME = mac_3x3
export DESIGN_NICKNAME = mac_3x3
export VERILOG_FILES = /design/flow/design.v
export SDC_FILE = /design/flow/constraint.sdc
export NUM_CORES = 4
export LEC_CHECK = 1
export CORE_UTILIZATION = 30
File: design/flow/constraint.sdc
current_design mac_3x3

set clk_period 16.7
set clk_io_pct 0.2

create_clock -name clk0 -period $clk_period

set non_clock_inputs [all_inputs -no_clocks]
set_input_delay [expr $clk_period * $clk_io_pct] -clock clk0 $non_clock_inputs
set_output_delay [expr $clk_period * $clk_io_pct] -clock clk0 [all_outputs]
File: design/flow/design.v
`timescale 1ns/1ps
module mac_3x3 #(
    parameter DATA_WIDTH = 16,
    parameter FRAC_BITS  = 8
)(
    input  wire signed [DATA_WIDTH-1:0] px0,
    input  wire signed [DATA_WIDTH-1:0] px1,
    input  wire signed [DATA_WIDTH-1:0] px2,
    input  wire signed [DATA_WIDTH-1:0] px3,
    input  wire signed [DATA_WIDTH-1:0] px4,
    input  wire signed [DATA_WIDTH-1:0] px5,
    input  wire signed [DATA_WIDTH-1:0] px6,
    input  wire signed [DATA_WIDTH-1:0] px7,
    input  wire signed [DATA_WIDTH-1:0] px8,
    input  wire signed [DATA_WIDTH-1:0] w0,
    input  wire signed [DATA_WIDTH-1:0] w1,
    input  wire signed [DATA_WIDTH-1:0] w2,
    input  wire signed [DATA_WIDTH-1:0] w3,
    input  wire signed [DATA_WIDTH-1:0] w4,
    input  wire signed [DATA_WIDTH-1:0] w5,
    input  wire signed [DATA_WIDTH-1:0] w6,
    input  wire signed [DATA_WIDTH-1:0] w7,
    input  wire signed [DATA_WIDTH-1:0] w8,
    output wire signed [DATA_WIDTH-1:0] mac_out
);
    wire signed [2*DATA_WIDTH-1:0] p0 = px0 * w0;
    wire signed [2*DATA_WIDTH-1:0] p1 = px1 * w1;
    wire signed [2*DATA_WIDTH-1:0] p2 = px2 * w2;
    wire signed [2*DATA_WIDTH-1:0] p3 = px3 * w3;
    wire signed [2*DATA_WIDTH-1:0] p4 = px4 * w4;
    wire signed [2*DATA_WIDTH-1:0] p5 = px5 * w5;
    wire signed [2*DATA_WIDTH-1:0] p6 = px6 * w6;
    wire signed [2*DATA_WIDTH-1:0] p7 = px7 * w7;
    wire signed [2*DATA_WIDTH-1:0] p8 = px8 * w8;
    wire signed [2*DATA_WIDTH-1:0] sum_products =
          p0 + p1 + p2
        + p3 + p4 + p5
        + p6 + p7 + p8;
    wire signed [2*DATA_WIDTH-1:0] scaled = sum_products >>> FRAC_BITS;
    assign mac_out = scaled[DATA_WIDTH-1:0];
endmodule
File: design/flow/run.sh
#!/bin/bash
# OpenROAD 26Q1-2900-gdf79404cd8, Yosys 0.63+post, stock flow scripts
make -C /OpenROAD-flow-scripts/flow DESIGN_CONFIG=/design/flow/config.mk WORK_HOME=/design/flow/orfs finish
==> results_dict.tcl <==
# flow metrics
set metrics [dict create \
    status "finished, final reports clean" \
    clock_buffer_count 0 \
    placedInstanceArea_sq_mm 0.0764 \
    slew_violations 0 \
    seq_cell_count 0 \
    crit_path_start_kind "input port" \
    wire_per_inst_microns 21.0 \
    rows 174 \
    chipArea_sq_mm 0.228 \
    io_pins 304 \
    holdWs_ps 8690 \
    fp-utilization_pct 30.1 \
    logic_area_sq_mm 0.0589 \
    synth_area_sq_mm 0.0677 \
    fin_crit_sh_pct 98.2 \
    cp_max_fo 8 \
    required_ps 13360 \
    slowest_delay_ps 680 \
    worstMarginPinSlew_ps 965 \
    fmax_ghz 0.0610 \
    lay_top_count "inv_1" \
    worstSetupEndpointType "output pin" \
    arrival_ps 13060 \
    via_per_inst 4.35 \
    drtAntennaViolNets 0 \
    routed_wl_microns 222000 \
    mostFrequentLayoutCells "inv_1, fa_1, and2_1" \
    hold_buffers 0 \
    hold_violations 0 \
    stdcell_area_sq_mm 0.0766 \
    dpl.hpwl_microns 205000 \
    synth.avg_cell_area_sq_um 9.45 \
    ys_cells 7166 \
    drt-initial-drc-count 1677 \
    synth_seq_share_pct 0 \
    cap_violations 0 \
    first_global_vias 53300 \
    cp_slowest_cell "clkdlybuf4s50_1" \
    grt_max_degree 18 \
    yosys_warnings 0 \
    yosysChipArea_sq_mm 0.0677 \
    crit_type "in -> out" \
    yosysUniqueCellTypes 31 \
    fp.dieW_microns 477 \
    numPortBuffers 304 \
    track_usage_pct 21.4 \
    areaGrowthSynthToFinish_pct 13.1 \
    gp_congestion 1.00 \
    grt_pass1_wl_microns 340000 \
    syn_inst 7166 \
    core_sq_mm 0.225 \
    finalSetupViolCount 0 \
    rsz0062_at_grt "false" \
    cp_common_cell "fa_1" \
    worst_slack_ps 297 \
    warnings 38 \
    grt_overflow 0 \
    pre_cts_ws_ps -76.2 \
    route.vias.total 45900 \
    timing.slew.headroom_pct 35.2 \
    fin_util_pct 34.1 \
    die_y_microns 477 \
    antenna_found_initial 16 \
    regArea_sq_um 0 \
    n_fill_cell 22800 \
    min_path_type "in -> out" \
    layout-drive-gt1-share_pct 5.23 \
    layout_min_cycle_time_ps 16400 \
    drtPass1Iterations 7 \
    drc 0 \
]
==> critical path: cells and delay by family <==
kind	cells	cell delay, ps
adders and majority gates	13	6270
buffers and inverters	10	1980
AOI/OAI and AO/OA	5	710
and+or+nand+nor	3	470
xor gates and xnor gates	1	240
==> metal layers <==
layer	wire (microns)	vias to the layer above	GRT usage (%)	share of wire, %
met1	85400	23800	28.1	39
met5	145	-	0	0.065
met2	103000	1490	33.1	47
met3	27200	154	10.8	12
met4	5500	22	3.79	2.5
li1	-	20500	-	-
==> per-stage QoR <==
stage | TNS [ps] | cells
after global routing | 0 | 10600
after CTS | 0 | 10600
after global placement | -111 | 10600
final | 0 | 10600
after floorplan | 0 | 7166
after detailed placement | -76.2 | 10600
==> Yosys cell counts <==
library cell / n / share of area, %
a222oi_1: 1 / 0.015
and2_1: 1030 / 9.5
o21ai_1: 3 / 0.022
inv_1: 2079 / 12
a21o_1: 3 / 0.033
a221oi_1: 1 / 0.013
nor2b_1: 42 / 0.39
nand2_1: 941 / 5.2
ha_1: 457 / 8.4
xor2_1: 39 / 0.50
nand3b_1: 1 / 0.011
o21ai_0: 3 / 0.022
xnor2_1: 204 / 2.6
xnor3_1: 2 / 0.066
o21a_1: 3 / 0.033
clkbuf_1: 266 / 1.5
fa_1: 2007 / 59
xor3_1: 2 / 0.070
nand4b_1: 1 / 0.013
a211oi_1: 1 / 0.011
nand4_1: 2 / 0.018
and3_1: 2 / 0.018
nand2b_1: 43 / 0.40
a31oi_1: 1 / 0.0092
nor2_1: 7 / 0.039
o21bai_1: 2 / 0.022
a21boi_1: 1 / 0.011
buf_2: 11 / 0.081
o22ai_1: 1 / 0.0092
nor3_1: 2 / 0.015
a21oi_1: 8 / 0.059
==> logic make-up (layout without fill, tap and decap cells) <==
logic type               after synthesis  count (layout)  synth area share, %
adder cells (fa/ha/maj)             2464            2464                 67.8
buffers and inverters               2356            2760                 13.1
AND/OR/NAND/NOR                     2071            2071                 15.6
XOR/XNOR                             247             247                 3.28
AND-OR/OR-AND                         28              28                0.260
other                                  0               3                    0
==> path summary, 6_finish.rpt <==
kind / startpoint / to / slack [ps] / depth (start not counted)
hold / removal: px6[15] / mac_out[15] / 8690 / 11
setup / recovery: w0[2] / mac_out[15] / 300 / 32
==> final cells by class <==
| class | instances | area share [%] |
|---|---|---|
| antenna | 3 | 0.00980 |
| inverter | 2079 | 10.2 |
| multi-input combinational | 4810 | 76.9 |
| timing repair buffer | 681 | 8.00 |
| tap | 2992 | 4.89 |
==> what timing repair did <==
action | in CTS | in global routing
pin swaps | 0 | 8
buffers inserted | 0 | 2
setup endpoints to repair | 1 | 8
gates resized | 3 | 62
